File: ./run.sh
#!/bin/bash
# OpenROAD 26Q1-2900-gdf79404cd8, Yosys 0.63+post, stock flow scripts
make -C /OpenROAD-flow-scripts/flow DESIGN_CONFIG=/design/flow/config.mk WORK_HOME=/design/flow/orfs finish
File: ./config.mk
export PLATFORM = sky130hd
export DESIGN_NAME = control_logic
export DESIGN_NICKNAME = control_logic
export VERILOG_FILES = /design/flow/design.v
export SDC_FILE = /design/flow/constraint.sdc
export NUM_CORES = 4
export LEC_CHECK = 1
export CORE_AREA = 10 10 76 76
export DIE_AREA = 0 0 86 86
File: ./constraint.sdc
current_design control_logic

set clk_period 2.9
set clk_io_pct 0.2

create_clock -name clk0 -period $clk_period [get_ports {clk_i}]

set non_clock_inputs [all_inputs -no_clocks]
set_input_delay [expr $clk_period * $clk_io_pct] -clock clk0 $non_clock_inputs
set_output_delay [expr $clk_period * $clk_io_pct] -clock clk0 [all_outputs]
File: ./design.v
module control_logic
(
    input                                           clk_i,
    input                                           rst_i,
    input                                           is_ACT_i,
    input       [17 - 1 : 0]             row_addr_i,
    input       [$clog2(32) - 1 : 0]        bank_id_i,
    input                                           is_hit_addr_cam_i,
    input                                           addr_cam_out_valid_i,
    input                                           is_hit_count_cam_i,
    input                                           count_cam_out_valid_i,
    input       [$clog2(2720) - 1 : 0]          write_addr_cam_idx_i,
    input       [$clog2(2720) - 1 : 0]          write_count_cam_idx_i,
    output      [17 - 1 : 0]             search_addr_cam_idx_o,
    output      [$clog2(2720) - 1 : 0]          write_addr_cam_idx_o,
    output      [10 - 1 : 0]               search_count_cam_idx_o,
    output      [$clog2(2720) - 1 : 0]          write_count_cam_idx_o,
    output                                          search_addr_cam_o, 
    output                                          search_count_cam_o, 
    output                                          write_count_cam_o,
    output       [$clog2(32) - 1 : 0]       bank_id_o
);
assign bank_id_o = bank_id_i;
localparam  IDLE = 0,
            SEARCH_ADDR_CAM = 1,
            WRITE_ADDR_CAM = 2,
            SEARCH_COUNT_CAM = 3,
            WRITE_COUNT_CAM = 4,
            INC_SP_CNT = 5;
reg [2:0]state_r, state_ns_r;
reg search_addr_cam_o_r, search_addr_cam_o_ns_r;
reg search_count_cam_o_r, search_count_cam_o_ns_r;
reg write_addr_cam_o_r, write_addr_cam_o_ns_r;
reg write_count_cam_o_r, write_count_cam_o_ns_r;
reg [10 - 1 : 0] sp_cnt_r, sp_cnt_ns_r;
always@*begin
    sp_cnt_ns_r = sp_cnt_r;
    search_addr_cam_o_ns_r = 0;
    search_count_cam_o_ns_r = 0;
    write_addr_cam_o_ns_r = 0;
    write_count_cam_o_ns_r = 0;
    state_ns_r = state_r;
    case(state_r)
        IDLE: begin
            if(is_ACT_i) begin
                state_ns_r = SEARCH_ADDR_CAM;
                search_addr_cam_o_ns_r = 1;
            end
            else begin
                state_ns_r = IDLE;
            end
        end
        SEARCH_ADDR_CAM: begin
            search_addr_cam_o_ns_r = 0;
            if(addr_cam_out_valid_i) begin
                if(is_hit_addr_cam_i) begin
                    state_ns_r = WRITE_COUNT_CAM;
                    write_count_cam_o_ns_r = 1;        
                end
                else begin
                    state_ns_r = SEARCH_COUNT_CAM;
                    search_count_cam_o_ns_r = 1;
                end
            end
            else begin
                state_ns_r = SEARCH_ADDR_CAM;
            end
        end
        WRITE_COUNT_CAM: begin
            state_ns_r = IDLE;
        end
        WRITE_ADDR_CAM: begin
            state_ns_r = IDLE;
        end
        SEARCH_COUNT_CAM: begin
            if(count_cam_out_valid_i) begin
                if(is_hit_count_cam_i) begin
                    state_ns_r = WRITE_ADDR_CAM;
                    write_addr_cam_o_ns_r = 1;
                end
                else begin
                    state_ns_r = INC_SP_CNT;
                    write_count_cam_o_ns_r = 1;
                end
            end
            else begin
                state_ns_r = SEARCH_COUNT_CAM;
            end
        end
        INC_SP_CNT: begin
            sp_cnt_ns_r = sp_cnt_r + 1;
            state_ns_r = IDLE;
        end
    endcase
end
always@(posedge clk_i)begin
    if(rst_i)begin
        state_r <= IDLE;
        sp_cnt_r <= 0;
        search_addr_cam_o_r <= 0;
        search_count_cam_o_r <= 0;
        write_addr_cam_o_r <= 0;
        write_count_cam_o_r <= 0;
    end
    else begin
        state_r <= state_ns_r;
        sp_cnt_r <= sp_cnt_ns_r;
        search_addr_cam_o_r <= search_addr_cam_o_ns_r;
        search_count_cam_o_r <= search_count_cam_o_ns_r;
        write_addr_cam_o_r <= write_addr_cam_o_ns_r;
        write_count_cam_o_r <= write_count_cam_o_ns_r;
    end
end
assign search_addr_cam_idx_o = row_addr_i;
assign write_addr_cam_idx_o = write_addr_cam_idx_i;
assign write_count_cam_idx_o = write_count_cam_idx_i;
assign search_count_cam_idx_o = sp_cnt_r;
assign search_addr_cam_o = search_addr_cam_o_r;
endmodule
==> flow_metrics.py <==
# Metrics from the implementation run
metrics = {
    "sta": {
        "timing.hold.ws_ps": 430.1,
        "tns_ps": 0,
        "fin_skew_ps": 4.198,
        "fin_crit_sh_pct": 61.18,
        "min_period_ps": 1774,
        "fmax_ghz": 0.5637,
        "rsz0062_at_grt": "false",
        "slew_viol_final": 0,
        "setup_viol": 0,
        "setup_ws_ps": 1126,
        "maxSlewHeadroom_pct": 59.35,
        "worst_pin_slew_ps": 607.9,
        "hold_viol": 0,
    },
    "floorplan": {
        "dieArea_um2": 7396,
        "io_pins": 112,
        "fp.dieH_um": 86,
        "coreArea_um2": 4115,
        "rows": 23,
        "chipWidth_um": 86,
        "fp_util_pct": 25.17,
    },
    "drt": {
        "viasPerCell": 4.217,
        "drt_iter0_drc": 54,
        "vias": 603,
        "wirelength_mm": 1.575,
        "drt_pass1_iterations": 6,
        "ant_nets": 0,
        "route.detailed.drc": 0,
        "wl_per_cell_um": 11.01,
        "antenna_cells": 0,
    },
    "run": {
        "cap_violations": 0,
        "warnings": 25,
    },
    "pwr": {
        "power_density_nw_per_um2": 456.4,
        "irDropWorstVdd_uv": 318.8,
        "p_leak_nw": 0.3101,
    },
    "synth": {
        "ys_cells": 122,
        "ys_seq_share_pct": 32.85,
        "netlist-cell-type-count": 28,
        "yosys.stat.chipArea_um2": 1036,
        "synthCells": 122,
        "async_flop_share_pct": 0,
        "yosysWarningCount": 3,
        "ys_seq_elements": 17,
        "edf_count": 0,
        "syn_area_um2": 1036,
        "synth-main-ff-cell": "dfxtp_1",
        "syn_avg_cell_area_um2": 8.492,
    },
    "placed_design": {
        "place_congestion": 0.7723,
        "place_worst_setup_slack_ps": 942.4,
        "hpwl_mm": 1.236,
        "numPortBuffers": 17,
        "dp.cells": 139,
    },
    "setup_path": {
        "critPathCaptureType": "primary output",
        "crit_path_start_kind": "register",
        "crit_slowest_cell": "clkdlybuf4s50_1",
        "cp_top_family": "buffers and inverters",
        "crit_buf_inv": 1,
        "r2r_slack_ps": 1340,
        "cpPeakStageDelay_ps": 520,
        "cp.arrival_ps": 1190,
        "critPathKind": "reg -> out",
        "path_cells": "clkdlybuf4s50_1",
        "cp_max_fo": 5,
        "crit_required_ps": 2320,
    },
    "clocking": {
        "numCtsBuffers": 3,
        "htree_levels": 1,
        "cts_buffer_depth": 2,
        "insertion_delay_ps": 250,
        "cts_setup_buffers": 0,
        "cts-resized-gates": 0,
        "clock_sinks": 17,
        "clk_transition_reported_paths_ps": 60,
        "cts_tree": "done",
        "root_buffer": "clkbuf_8",
        "cts_hold_buf": 0,
    },
    "global_routing": {
        "first_global_vias": 609,
        "grt_max_degree": 19,
        "antenna_found_initial": 0,
        "grt_pass1_wl_mm": 2.566,
        "grt_use_total_pct": 4.127,
        "grt-ovfl-total": 0,
    },
    "hold_path": {
        "hp-class": "reg -> reg",
    },
    "finish": {
        "fin_util_pct": 22.83,
        "area_growth_pct": -9.300,
        "drive_gt1_share_pct": 6.452,
        "finalNonFillerCells": 143,
    },
    "status": {
        "status": "finished clean",
    },
}
where the power goes:
group,leakage (nW),switching [mW],internal [mW],total (mW)
sequential,0.138,0.00203,0.237,0.239
combinational,0.147,0.00806,0.0117,0.0198
clock,0.0255,0.0747,0.0950,0.170
total,0.310,0.0848,0.344,0.429
cells by family after synthesis:
logic type / after synthesis / synth area share, %
AND-OR/OR-AND: 11 / 5.917
XOR/XNOR: 4 / 3.382
adder cells (fa/ha/maj): 1 / 1.208
buffers and inverters: 54 / 37.68
flip-flops: 17 / 32.85
multiplexers: 2 / 2.053
other: 1 / 0.3620
AND/OR/NAND/NOR: 32 / 16.54
registers in the layout, summed over array words and instances, names as in the netlist:
| name | count |
|---|---|
| sp_cnt_r | 10 |
| search_addr_cam_o_r | 1 |
| state_r | 6 |
stage by stage:
stage / cell area (um2) / total power [mW]
after floorplan: 1040 / 0.2917
after global placement: 893.4 / 0.2640
after detailed placement: 893.4 / 0.2646
after CTS: 939.7 / 0.4347
after global routing: 939.7 / 0.4470
final: 939.7 / 0.4289
cells in the mapped netlist (all sizes together) (3+ instances only):
master  count  share of area, %
buf        49                36
nand4       4               2.4
o21ai       3               1.4
inv         3               1.1
nand2       6               2.2
nor2        8               2.9
xor2        3               2.5
a21oi       5               2.4
dfxtp      17                33
final cells by class:
class / count / area [um2]
Tap cell: 50 / 62.56
Timing Repair Buffer: 17 / 170.2
Fill cell: 435 / 3176
Multi-Input combinational cell: 52 / 309.0
Clock buffer: 3 / 41.29
Inverter: 3 / 11.26
Sequential cell: 17 / 340.3
Clock inverter: 1 / 5.005
worst paths after layout:
check	end	cells after the start	from
setup reg to reg	sp_cnt_r[9]	3	state_r[4]
hold reg to reg	state_r[0]	2	state_r[1]
setup / recovery	search_count_cam_idx_o[3]	1	sp_cnt_r[3]
hold / removal	state_r[0]	2	state_r[1]
routing by layer:
layer / global-route usage (%) / vias to the layer above / routed length [um]
met2: 6.423 / 28 / 653
met3: 2.288 / 4 / 173
li1: - / 299 / -
met5: 0 / - / 0
met1: 4.696 / 272 / 738
met4: 1.347 / 0 / 10
worst register-to-register path: cells and delay by family, from the launching register on:
family	cells	cell delay, ps
flip-flops	1	550
multiplexers	1	370
AND/OR/NAND/NOR	2	540
layout by cell type, fill, tap and decap left out, drive strengths merged, types with 2 or more instances in the layout:
cell           instances
or4                    2
nor4                   2
a21oi                  5
conb                   2
or3                    2
nand4                  4
nand3                  2
o21ai                  3
inv                    3
dfxtp                 17
clkbuf                 3
o31ai                  2
nor2                   8
clkdlybuf4s50         17
nand2                  6
xor2                   3
nand2b                 2
Power and IR drop assume default switching activity.
